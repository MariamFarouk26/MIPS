==> /design/flow/design.v <==
module Register_File
  #(parameter width =32 )
  (
    input   wire   [width-1:0]     WD3,
    input   wire   [4:0]           A1,
    input   wire   [4:0]           A2,
    input   wire   [4:0]           A3,
    input   wire                   clk,
    input   wire                   rst,
    input   wire                   WE3,
    output  reg    [width-1:0]     RD1,
    output  reg    [width-1:0]     RD2);
reg [width-1:0] regsiter [99:0];
integer i;
always@(*)
begin
    RD1=regsiter[A1];
    RD2=regsiter[A2];
end
always@(posedge clk or negedge rst)
begin
 if(!rst)
   begin
    for(i=0;i<100;i=i+1)
    begin
    regsiter[i]<=32'b0;
    end
   end
 else if(WE3)
    begin
    regsiter[A3]<=WD3;
    end
end
endmodule
==> /design/flow/run.sh <==
#!/bin/bash
# OpenROAD 26Q1-2900-gdf79404cd8, Yosys 0.63+post, stock flow scripts
make -C /OpenROAD-flow-scripts/flow DESIGN_CONFIG=/design/flow/config.mk WORK_HOME=/design/flow/orfs finish
==> /design/flow/config.mk <==
export PLATFORM = sky130hd
export DESIGN_NAME = Register_File
export DESIGN_NICKNAME = Register_File
export VERILOG_FILES = /design/flow/design.v
export SDC_FILE = /design/flow/constraint.sdc
export NUM_CORES = 4
export LEC_CHECK = 1
export CORE_UTILIZATION = 50
==> /design/flow/constraint.sdc <==
current_design Register_File

set clk_period 7.5
set clk_io_pct 0.2

create_clock -name clk0 -period $clk_period [get_ports {clk}]

set non_clock_inputs [all_inputs -no_clocks]
set_input_delay [expr $clk_period * $clk_io_pct] -clock clk0 $non_clock_inputs
set_output_delay [expr $clk_period * $clk_io_pct] -clock clk0 [all_outputs]
==> impl_metrics.tcl <==
# place-and-route summary
set metrics [dict create \
    arrival_ns 5.64 \
    grt_max_degree 120 \
    grt.total_usage_pct 55.6 \
    area_leaders "dfrtp_1 50%, mux2_2 23%, a22oi_1 10%, clkbuf_1 1.5%, nand2_1 1.5%" \
    setup_viol 0 \
    wl_um 275000 \
    clock.fmax_ghz 0.140 \
    largest_reg_flops 1024 \
    crit_path_max_fanout 17 \
    portBuffers 113 \
    top_area_share_pct 49.6 \
    die_w_um 324 \
    power.density_mw_per_mm2 266 \
    core_sq_mm 0.102 \
    edf_count 0 \
    routed_via_density 7.76 \
    cts_inserted_buffers 110 \
    ant_nets 0 \
    gr-usage-met2_pct 69.8 \
    antenna_found_initial 24 \
    path_clk_slew_ns 0.06 \
    reg_top3 "regsiter (1024)" \
    async_flop_share_pct 100 \
    met3_usage_pct 38.6 \
    tightest_slew_ns 1.31 \
    r2r_slack_ns 6.50 \
    layout-drive-gt1-share_pct 35.9 \
    crit_path_end_kind "primary output" \
    avgSynthCellArea_sq_um 11.8 \
    peakVddDrop_mv 0.207 \
    grtUsageMet1_pct 70.2 \
    ys_cells 4365 \
    grt_busiest_layer "met1" \
    period_used_pct 95.2 \
    clock_latency_ns 0.71 \
    post_cts.repair.setup_buffers 0 \
    crit_buf_inv 3 \
    yosysUniqueCellTypes 70 \
    power_mw 15.8 \
    warning_count 42 \
    synth.most_common_cell "mux2_2" \
    cp.required_ns 6.00 \
    hold_buffers 0 \
    max_flop_register "regsiter" \
    post-place-ws_ns 0.855 \
    cts.sinks 1024 \
    die_area_sq_mm 0.105 \
    cap_viol_max_count 0 \
    grt_pass1_wl_um 373000 \
    pin_count 114 \
    ys_seq_share_pct 49.6 \
    fp_util_pct 50.6 \
    post_cts_resized 0 \
    clockRootBuffer "clkbuf_16" \
    hold_class "reg -> reg" \
    synth_flops 1024 \
    seqCellArea_sq_mm 0.0256 \
    gp_congestion 1.11 \
    slew_violations 0 \
    synth_area_leader_cell "dfrtp_1" \
    cts_tree "built" \
    setup_tns_ns 0 \
    fillers 8481 \
    logic_area_sq_mm 0.0248 \
    fin_ws_ns 0.359 \
    maxSlewHeadroom_pct 10.1 \
    drtIter0Drc 6407 \
    rsz0062_at_grt "no" \
    holdWs_ns 0.533 \
    p_leak_nw 25.6 \
    status "completed" \
    wl_per_cell_um 46.4 \
    critPathLaunchType "primary input" \
    path_delay_family "AND-OR/OR-AND gates" \
    yosys_most_used_dff "dfrtp_1" \
    common_cells "1,045 x mux2_2, 1,024 x dfrtp_1, 711 x a22oi_1, 206 x clkbuf_1, 205 x nand2_1" \
    num_rows 117 \
    htreeDepth 3 \
    cts.path.max_buffers 3 \
    criticalPathCategory "in -> out" \
    chipHeight_um 324 \
    cp_slowest_cell "a2111oi_0" \
    first_pass_iters 13 \
    crit_chain "buf_2 -> buf_4 -> nand3b_1 -> nor2_4 -> a22oi_1 -> nand4_1 -> a2111oi_0 -> a21oi_1 -> clkdlybuf4s50_1" \
    drc 0 \
    syn_inst 4365 \
    netlist_area_sq_mm 0.0517 \
    period_needed_ns 7.14 \
    first_global_vias 45047 \
    yosysWarnings 2 \
    place_hpwl_um 176000 \
    ys_chip_area_sq_mm 0.0517 \
    area_growth_syn_to_layout_pct 14.9 \
    vias 46060 \
    slowest_delay_ns 1.12 \
    finalHoldViolations 0 \
    fin_worst_skew_ns 0 \
    grt-ovfl-total 0 \
]
[through the flow]
stage / std cells / utilization, % / area, sq um
after global routing: 5915 / 58.1 / 59400
final: 5935 / 58.1 / 59400
after detailed placement: 5713 / 54.5 / 55700
after floorplan: 4365 / - / 51700
after global placement: 5713 / 54.5 / 55700
after CTS: 5914 / 58.1 / 59400
[cells by family (layout without fill, tap and decap cells)]
family                 count (synthesis)  count (layout)  share of synthesized area [%]
AOI/OAI and AO/OA                   1079            1079                           15.7
buffers and inverters                427             608                           3.61
DFF                                 1024            1024                           49.6
muxes                               1106            1106                           24.1
other                                  0              21                              0
and+or+nand+nor                      729             729                           7.08
[cells in the final DEF (no fill, tap or decap), types with 20 or more instances in the layout]
master / count
mux2_2: 1045
dfrtp_1: 1024
a22oi_1: 711
buf_4: 267
nand2_1: 193
clkbuf_16: 112
nor2_1: 105
nand4_1: 104
clkdlybuf4s50_1: 102
a21oi_1: 76
nor2_4: 72
mux2i_1: 55
nand3_1: 54
a22o_1: 49
nor3_1: 40
o21ai_0: 35
a221oi_1: 35
clkbuf_1: 28
o32a_1: 25
nor4_1: 25
a31oi_1: 23
buf_12: 23
clkinv_2: 22
diode_2: 21
a32oi_1: 21
clkbuf_8: 20
[where the power goes]
part / internal, mW / switching, mW / leakage (nW)
Clock: 3.27 / 2.35 / 1.81
Combinational: 1.25 / 1.15 / 10.7
Sequential: 6.60 / 1.15 / 13.1
Total: 11.1 / 4.65 / 25.6
[worst paths after layout]
kind,start,end,depth (start not counted)
setup / recovery,A2[0],RD2[15],9
hold / removal,regsiter[29][1]$_DFFE_PN0P_,regsiter[29][1]$_DFFE_PN0P_,1
setup reg to reg,regsiter[28][17]$_DFFE_PN0P_,regsiter[28][17]$_DFFE_PN0P_,1
hold reg to reg,regsiter[29][1]$_DFFE_PN0P_,regsiter[29][1]$_DFFE_PN0P_,1
max in group asynchronous,rst,regsiter[1][24]$_DFFE_PN0P_,3
min in group asynchronous,rst,regsiter[22][6]$_DFFE_PN0P_,1
[routing by layer]
metal / up-vias / wire [um]
li1: 17036 / -
met1: 22982 / 94200
met2: 4420 / 106000
met3: 1598 / 51000
met4: 24 / 23600
met5: - / 270
[layout make-up]
| cell class | count | share of cell area [%] |
|---|---|---|
| Tap cell | 1368 | 2.88 |
| Sequential cell | 1024 | 43.1 |
| Antenna cell | 21 | 0.0885 |
| Timing Repair Buffer | 402 | 5.97 |
| Clock inverter | 41 | 0.826 |
| Inverter | 5 | 0.0316 |
| Clock buffer | 160 | 5.36 |
| Multi-Input combinational cell | 2914 | 41.7 |
Power is estimated from default activity; no workload was simulated.

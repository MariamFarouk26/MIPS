==> ./design.v <==
module Data_Memory
  #(parameter width =32 )
  (
    input   wire   [width-1:0]         WD,
    input   wire   [width-1:0]         A,
    input   wire                       clk,
     input   wire                      rst,
    input   wire                       WE,
    output  reg    [width-1:0]         RD,
    output  reg    [(width/2)-1:0]     TestValue);
reg [width-1:0] DataMemory [99:0];
integer i;
always@(*)
begin
    RD=DataMemory[A];
    TestValue=DataMemory[0];
end
always@(posedge clk or negedge rst)
begin
 if(!rst)
   begin
    for(i=0;i<100;i=i+1)
    begin
    DataMemory[i]<=32'b0;
    end
   end
 else if(WE)
    begin
    DataMemory[A]<=WD;
    end
end
endmodule
==> ./run.sh <==
#!/bin/bash
# OpenROAD 26Q1-2900-gdf79404cd8, Yosys 0.63+post, stock flow scripts
make -C /OpenROAD-flow-scripts/flow DESIGN_CONFIG=/design/flow/config.mk WORK_HOME=/design/flow/orfs finish
==> ./config.mk <==
export PLATFORM = sky130hd
export DESIGN_NAME = Data_Memory
export DESIGN_NICKNAME = Data_Memory
export VERILOG_FILES = /design/flow/design.v
export SDC_FILE = /design/flow/constraint.sdc
export NUM_CORES = 4
export LEC_CHECK = 1
export CORE_UTILIZATION = 30
==> ./constraint.sdc <==
current_design Data_Memory

set clk_period 54.1
set clk_io_pct 0.2

create_clock -name clk0 -period $clk_period [get_ports {clk}]

set non_clock_inputs [all_inputs -no_clocks]
set_input_delay [expr $clk_period * $clk_io_pct] -clock clk0 $non_clock_inputs
set_output_delay [expr $clk_period * $clk_io_pct] -clock clk0 [all_outputs]
==> run notes <==
On the critical path the largest part of the delay comes from buffers and inverters. In the synthesized netlist, the number of instances is 10500. Clock skew on the completed layout was measured at 0 ns. Count of port buffers added during placement: 89. The tools report the critical path startpoint category as a primary input.

The critical path's most frequent cell is sky130_fd_sc_hd__buf_4. The run gives 468000 sq um for the area of the core region. The first global-routing pass estimated 945000 um of wire. The most used flip-flop cell after synthesis is sky130_fd_sc_hd__dfrtp_1. For the H-tree depth reported by CTS, the log shows 5. The design draws 5510 uW.

For this design the static power due to leakage is 0.0767 uW. Cell depth of the worst setup path: 13. Per the detail_route report, the via count comes to 108000. The height of the die is 688 um.

TritonCTS built the clock tree. The relative slew slack came out at 0.117. Counting I/O delays and the setup requirement, the final critical path takes 27.55 ns. With the OpenROAD warning count at 101, the number of flip-flops in the largest register is 3200. In the final report, the number of hold violations comes to 0. The wire length per cell works out to 41.9 um. Together, buffers and inverters on the worst path number 7. The tools report the number of cell instances after yosys synthesis as 10500. Ranked by flip-flop count, first place goes to DataMemory. The maximum net fanout on the critical path works out to 25. Note, the detailed placer reported a final HPWL of 428000 um.

The share of the clock period used by the worst path after layout was 0.509; the clock latency on the worst-skew pair was 0.96 ns. The number of enable-type register cells in the synthesized netlist works out to 0. For the number of antenna violations at the first check in global routing, the log shows 83. In the routed layout, each cell is associated on average with a via count of 6.34. The detailed router reported a total wirelength of 711000 um. The data required time reported for the critical path is 43.28 ns.

The chip area line of the yosys report came out at 141000 sq um. For reference, the critical path cell chain is buf_4 > buf_4 > or3b_4 > buf_4 > buf_4 > buf_4 > nor2_2 > buf_4 > a22oi_1 > nand4_1 > nor4_1 > a31oi_1 > clkdlybuf4s50_1. The run gives 0 as the number of DRC violations after detailed routing. The slew of the pin with the lowest slew margin works out to 1.32 ns. The post-synthesis async set-or-reset flop share came out at 1.00. The most popular library cell in the synthesized design by count was sky130_fd_sc_hd__mux2_2. The xor and xnor fraction of the mapped netlist area is 0, and the post-cts resize count is 0. Share of layout cells above drive strength 1: 0.430. Between the synthesized netlist and the finished layout, the area growth was recorded as 14.8%. In the final layout, the registers with the most flip-flops are DataMemory (3200).

The cell with the biggest individual delay on the critical path is sky130_fd_sc_hd__nor4_1. For the number of distinct library cells after synthesis, the log shows 74. The number of maximum-capacitance violations recorded for the run is 0. The share of synthesized cell area in full adder, half adder and majority cells was 0; the worst IR drop on VDD was 0.0000263 V. Recorded from the global router log, the overflow total was 0.

For the highest clock frequency the design can meet, the log shows 36.3 MHz. The final setup TNS is 0 ns. The run gives 0.86 ns for the maximum cell stage delay along the critical path.

OpenSTA lists the critical path endpoint as RD[9]. Per the post-CTS timing run, clock transition at the registers of the reported paths is 0.06 ns. Path category of the worst min-delay check: flop to flop.

The portion of synthesized cell area occupied by the leading cell type was 0.567; the number of global-route vias before repair was 103000. Number of iterations in the first detailed-routing pass: 7. According to the timing report, the critical path is launched from A[4]. According to the timing report, the arrival time at the worst endpoint equals 16.73 ns. Sorting the synthesized cells by how often they occur yields 3222 x sky130_fd_sc_hd__mux2_2, 3200 x sky130_fd_sc_hd__dfrtp_1, 848 x sky130_fd_sc_hd__a22oi_1. The post-synthesis instance area came out at 141000 sq um. From the final report, the count of setup violators was given as 0. The floorplan step set the die width to 688 um.

The ratio of total power to cell area works out to 34.0 nW/um^2. For the number of DRC violations after detailed-routing iteration 0, the log shows 12200. The flow ran to the end, and the final reports show no timing, DRC or antenna violations.

The tools report the clock sink count as 3200. Per the timing report, the most critical flop-to-flop path originates at DataMemory[0][0]. The worst setup path is captured at an output port. The run gives 4 as the worst-case clock buffer depth. The endpoint identified for the worst register-to-register timing path is DataMemory[0][0]. With the largest net degree at the start of global routing at 123, the multiplexer fraction of the synthesized cell area is 0.260. Clock tree synthesis selected as its root buffer the cell sky130_fd_sc_hd__clkbuf_16. For the number of rows in the core area, the log shows 251. The run gives 0.0874 for the share of synthesized cell area in and-or and or-and compound cells. The count of nets left with antenna violations once routing finished came out at 0. The average cell area after synthesis is 13.4 sq um. The run gives 343 for the number of buffers created by CTS. The floorplan step defined a die boundary enclosing 473000 sq um.

The weighted congestion at the end of routability-driven global placement was 1.01. Setup repair after global routing left no endpoint under its margin. The worst-case register-to-register setup slack was 53.25 ns; the total of warnings raised by yosys was 2. After filler insertion, the fill cell instance count of the layout stands at 44900. Buffers added to address setup during post-CTS repair amount to 0. Largest family of logic cells by area: multiplexers. The sequential fraction of the synthesis area was 0.567; the number of synthesized register bits was 3200.

The final timing report lists a max-slew violation count of 0. The type of the setup path with the least slack was primary input to output port. The run gives 0 as the count of hold buffers inserted by post-cts repair.

sky130_fd_sc_hd__dfrtp_1 takes more of the synthesized area than any other cell. For the global routing usage summed across all routing layers, the log shows 0.307. Yosys attributes the largest share of cell area to sky130_fd_sc_hd__dfrtp_1 57%, sky130_fd_sc_hd__mux2_2 26%, sky130_fd_sc_hd__a22oi_1 4.5%. With the simple-gate share of the synthesized area at 0.0519, the worst reg2reg path depth is 1. The starting density of the core is 0.302. 115 I/O pins were placed.
-- layout by cell type, fill, tap and decap left out, types with 14 or more instances in the layout --
| master | netlist | layout |
|---|---|---|
| sky130_fd_sc_hd__buf_4 | 26 | 572 |
| sky130_fd_sc_hd__diode_2 | 0 | 124 |
| sky130_fd_sc_hd__nor2_2 | 8 | 60 |
| sky130_fd_sc_hd__buf_12 | 0 | 15 |
| sky130_fd_sc_hd__o21ai_0 | 32 | 32 |
| sky130_fd_sc_hd__o22ai_1 | 97 | 97 |
| sky130_fd_sc_hd__nand2_1 | 150 | 71 |
| sky130_fd_sc_hd__nor3_1 | 22 | 21 |
| sky130_fd_sc_hd__clkdlybuf4s50_1 | 0 | 48 |
| sky130_fd_sc_hd__clkbuf_1 | 518 | 79 |
| sky130_fd_sc_hd__clkinv_2 | 0 | 46 |
| sky130_fd_sc_hd__buf_2 | 325 | 23 |
| sky130_fd_sc_hd__a32oi_1 | 34 | 34 |
| sky130_fd_sc_hd__mux2_1 | 18 | 18 |
| sky130_fd_sc_hd__a31oi_1 | 44 | 44 |
| sky130_fd_sc_hd__mux2i_1 | 16 | 16 |
| sky130_fd_sc_hd__dfrtp_1 | 3200 | 3200 |
| sky130_fd_sc_hd__and3_1 | 179 | 179 |
| sky130_fd_sc_hd__nor2_1 | 166 | 73 |
| sky130_fd_sc_hd__or4_1 | 42 | 42 |
| sky130_fd_sc_hd__clkbuf_16 | 0 | 346 |
| sky130_fd_sc_hd__a221oi_1 | 55 | 55 |
| sky130_fd_sc_hd__a22o_1 | 126 | 126 |
| sky130_fd_sc_hd__bufinv_16 | 0 | 14 |
| sky130_fd_sc_hd__o211ai_1 | 21 | 21 |
| sky130_fd_sc_hd__nand3_1 | 403 | 400 |
| sky130_fd_sc_hd__nand2_4 | 0 | 79 |
| sky130_fd_sc_hd__nand4_1 | 191 | 191 |
| sky130_fd_sc_hd__a2111oi_0 | 58 | 58 |
| sky130_fd_sc_hd__a222oi_1 | 103 | 103 |
| sky130_fd_sc_hd__clkbuf_8 | 0 | 81 |
| sky130_fd_sc_hd__o22a_1 | 21 | 21 |
| sky130_fd_sc_hd__mux2_2 | 3222 | 3222 |
| sky130_fd_sc_hd__a21oi_1 | 109 | 109 |
| sky130_fd_sc_hd__nor2_4 | 0 | 41 |
| sky130_fd_sc_hd__a22oi_1 | 848 | 848 |
| sky130_fd_sc_hd__nor4_1 | 73 | 72 |
-- area by class of cell --
cell class              count  area [sq um]  area share
clock inverters            89          1130     0.00696
clock buffers             506         10100      0.0621
inverters                   2          7.51   0.0000463
flip-flops and latches   3200         80100       0.494
well taps                6198          7750      0.0478
diodes                    124           310     0.00191
multi-input cells        6211         57600       0.355
repair buffers            659          5220      0.0322
-- worst min path at each step --
stage | start | end | cells past startpoint | slack, ns
global route | DataMemory[31][17] | DataMemory[31][17] | 1 | 0.50
finish | DataMemory[8][9] | DataMemory[8][9] | 1 | 0.49
CTS | DataMemory[48][13] | DataMemory[48][13] | 1 | 0.50
-- per-stage QoR --
stage	hold slack, ns	std cells	utilization	setup WS [ns]	instance area [sq um]
3_5_place_dp	0.480	16300	0.322	26.87	151000
6_report	0.494	17000	0.347	26.55	162000
4_1_cts	0.495	16900	0.346	26.85	162000
3_3_place_gp	0.473	16300	0.322	26.83	151000
5_1_grt	0.503	16900	0.346	26.87	162000
2_1_floorplan	0.456	10500	-	30.43	141000
-- cells by family after synthesis --
logic type | Yosys count
AOI/OAI and AO/OA | 1617
buffers and inverters | 1133
DFF | 3200
muxes | 3256
and+or+nand+nor | 1338
-- metal layers --
layer / global-route usage / vias to the layer above / part of all wire
met5: 0.0636 / - / 0.0042
met4: 0.202 / 110 / 0.085
met3: 0.228 / 2846 / 0.18
met2: 0.400 / 8640 / 0.40
met1: 0.347 / 56500 / 0.34
li1: - / 39600 / -
-- power by group --
group | total [uW] | internal, uW | switching, uW
Clock | 2400 | 1360 | 1040
Combinational | 434 | 179 | 255
Sequential | 2680 | 2590 | 93.7
Power and IR drop assume default switching activity.

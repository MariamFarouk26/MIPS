**design/flow/design.v**
```verilog
module ALU
  #(parameter width = 32)
  (
  input  wire  [width-1:0]    ScrA,
  input  wire  [width-1:0]    ScrB,
  input  wire  [2:0]          Alu_Control,
  output wire                 Zero_flag,
  output reg   [width-1:0]    Alu_Result
  );
always@(*)
  begin
  case(Alu_Control)
    3'b000  : begin
              Alu_Result=ScrA&ScrB;
              end
    3'b001  : begin
              Alu_Result=ScrA|ScrB; 
              end
    3'b010  : begin
              Alu_Result=ScrA+ScrB;
              end
    3'b100  : begin
              Alu_Result=ScrA-ScrB;
              end
    3'b101  : begin
              Alu_Result=ScrA*ScrB;
              end
    3'b110  : begin 
              if(ScrA<ScrB)
               Alu_Result=32'b1;
              else
               Alu_Result=32'b0;
              end
   default  : begin
              Alu_Result=32'b0;
              end
  endcase 
end
assign Zero_flag=(Alu_Result==0);
endmodule
```
**design/flow/run.sh**
```bash
#!/bin/bash
# OpenROAD 26Q1-2900-gdf79404cd8, Yosys 0.63+post, stock flow scripts
make -C /OpenROAD-flow-scripts/flow DESIGN_CONFIG=/design/flow/config.mk WORK_HOME=/design/flow/orfs finish
```
**design/flow/config.mk**
```make
export PLATFORM = sky130hd
export DESIGN_NAME = ALU
export DESIGN_NICKNAME = ALU
export VERILOG_FILES = /design/flow/design.v
export SDC_FILE = /design/flow/constraint.sdc
export NUM_CORES = 4
export LEC_CHECK = 1
export CORE_UTILIZATION = 40
```
**design/flow/constraint.sdc**
```tcl
current_design ALU

set clk_period 18.6
set clk_io_pct 0.2

create_clock -name clk0 -period $clk_period

set non_clock_inputs [all_inputs -no_clocks]
set_input_delay [expr $clk_period * $clk_io_pct] -clock clk0 $non_clock_inputs
set_output_delay [expr $clk_period * $clk_io_pct] -clock clk0 [all_outputs]
```
==> results.txt <==
Purpose: to document the outcome of synthesis and place and route.

Run status
The run finished with clean final reports.

Detailed routing
The count of nets left with antenna violations once routing finished came out at 0. In the routed design, unresolved DRC markers number 0. The number of iterations in the first detailed-routing pass is 6. For this sky-water flow run, the detailed-routed wirelength per cell is reported as between 20 and 30 um. The detailed router placed between 15000 and 20000 vias in this run. The count of routing violations after the opening detailed-route iteration is approximately 1300.

The total wirelength of the detailed-routed design is roughly 87000 um. The routed design shows a via density per instance of ~5.7.

Placed design
Summing all placed instances gives a cell area of between 20000 and 25000 sq um. The post-detailed-placement half-perimeter wirelength is a little over 70000 um. The placer's final routability congestion estimate is around 1.1. The count of buffers from port buffering is around 100.

STA
The number of max-slew violations in the final report is 0. The setup-violating endpoint count in the final report is 0. The timing-limited maximum frequency is roughly 57 MHz. The relative slew slack is between 20% and 30%. The clock period minus final worst setup slack is around 18 ns. Setup total negative slack on the finished layout was measured at 0 ns. The part of the cycle the worst path needs is a little over nine tenths. The actual slew at the worst max-slew pin is about 1.1 ns. The final number of hold-violating endpoints is 0. Setup repair after global routing left no endpoint under its margin.

Hold path
The start point of the worst min-delay path is Alu_Control[0]. The instance count along the most critical hold path is 5. Checking hold timing, the worst path is listed with class in2out. The worst hold path endpoint is Alu_Result[0].

Synth
The chip area line in the Yosys stat output reads ~20000 sq um. The count of mapped cells out of synthesis is roughly 2500. Warnings reported by Yosys during synthesis add up to 1. Per the Yosys statistics, synthesis produced 2548 cells. The netlist area before placement is approximately 20000 sq um. The sequential-to-total area share from yosys stat is 0%. The mean instance size in the synthesized netlist is about 8 sq um. After synthesis, the netlist uses around 82 different library cells.

Worst setup path
The largest incremental delay on the critical path is roughly 1.1 ns. The data required time reported for the critical path is approximately 15 ns. Data on the critical path arrives at its endpoint at about 14 ns. STA classifies the critical path startpoint as an input pin.

Of all nets on the critical path, the largest fanout is 14. The cell seen most often among critical-path stages is sky130_fd_sc_hd__fa_1. The kind of critical path is in2out. The kind of capture point of the worst setup path is an output pin. The critical path's slowest stage uses the library cell sky130_fd_sc_hd__clkdlybuf4s50_1.

Die
The floorplan utilization is 40.6%. The floorplan die height is 228 um. The number of top-level pins is roughly 100.

The region available for standard cell placement spans ~50000 sq um. The row count is 82. The horizontal die dimension is roughly 230 um. According to the floorplan report, the total die area is slightly above 50000 sq um.

Layout
After routing the design area is approximately 22000 sq um. There are 0 flip-flops and latches. The number of fill cells in the layout is roughly 5100. The area taken by flip-flops and latches is 0 sq um. Cells with a size suffix above 1 make up under 10% of the layout. The number of clock buffer instances in the layout is 0. The layout overhead on the synthesized area is 9.44%.

Global routing
The initial antenna violation count was 4. Summed over all layers, the global routing overflow is 0. Global routing used between 30% and 40% of the available tracks across all layers. The maximum number of pins on one net before global-route repair is 44. The first-pass GRT wire length is 130000 um. The via count of the first global-routing pass is slightly below 20000.

CTS
After clock tree synthesis, the repair step resized 0 gates. The hold-fix buffer count after cts is 0. The post-CTS setup repair buffer count is 0.

Job
The count of tool warnings is roughly 96. The number of maximum-capacitance violations recorded for the run is 0.
## synth_stat cells, drive strengths merged, types with 9 or more instances
cell type	n	area (sq um)
nand4	10	62.6
o31ai	17	133
nand2	283	1060
a211oi	16	125
inv	478	1790
clkbuf	92	345
buf	26	114
and3	14	87.6
o221a	10	113
o211ai	18	135
o21bai	12	90.1
nand2b	12	75.1
a22oi	10	75.1
clkinv	13	48.8
mux2i	27	270
xor2	19	166
o21a	10	75.1
fa	410	8210
nor2	381	1430
nor3	36	180
a21oi	85	425
or3	15	93.8
o21ai	54	270
a21o	16	120
nor2b	14	87.6
a31oi	15	93.8
nand3	16	80.1
xnor2	71	622
ha	219	2740
nor4	10	62.6
a221oi	10	93.8
o22ai	12	81.3
or4	9	71.3
## critical path, delay by kind of cell
kind	cells	cell delay, ns
adder cells (fa/ha/maj)	9	3.98
buffers and inverters	5	2.37
AND/OR/NAND/NOR	5	2.27
AND-OR/OR-AND	6	1.60
## metrics by stage
stage | utilization (%) | hold WS [ns] | cells | worst slack (ns)
6_report | 44.4 | 8.46 | 3277 | 0.909
2_1_floorplan | - | 7.67 | 2548 | 3.55
3_5_place_dp | 44.4 | 8.45 | 3273 | 1.04
4_1_cts | 44.4 | 8.47 | 3273 | 1.01
3_3_place_gp | 44.4 | 8.45 | 3273 | 1.11
5_1_grt | 44.4 | 8.54 | 3275 | 0.629
## worst max-delay path by stage
stage        start         to
4_1_cts   ScrA[10]  Zero_flag
5_1_grt   ScrA[10]  Zero_flag
6_report  ScrA[10]  Zero_flag
## cells by family (layout without fill, tap and decap cells)
family,Yosys count,in the layout,share of synthesized area [%]
compound gates,356,356,12.2
xor+xnor,90,90,3.87
fa+ha+maj,629,629,53.7
buf+inv,609,662,11.3
mux,28,28,1.38
other cells,0,4,0
simple gates,836,836,17.5
## routing by layer
| metal | part of all wire, % | GRT usage, % | vias up |
|---|---|---|---|
| met5 | 0 | 0 | - |
| met4 | 5.4 | 15.7 | 0 |
| met2 | 45 | 54.3 | 1045 |
| li1 | - | - | 8123 |
| met3 | 12 | 14.9 | 252 |
| met1 | 37 | 46.4 | 9135 |
## cells in the final DEF (no fill, tap or decap), types with 6 or more instances in the layout
cell type	count
sky130_fd_sc_hd__nand2_1	283
sky130_fd_sc_hd__o2111ai_1	6
sky130_fd_sc_hd__inv_1	473
sky130_fd_sc_hd__o211a_1	6
sky130_fd_sc_hd__a22oi_1	10
sky130_fd_sc_hd__xnor2_1	71
sky130_fd_sc_hd__a31oi_1	15
sky130_fd_sc_hd__o21ai_0	51
sky130_fd_sc_hd__nor3_1	35
sky130_fd_sc_hd__nand2b_1	12
sky130_fd_sc_hd__o211ai_1	18
sky130_fd_sc_hd__or2_2	6
sky130_fd_sc_hd__and3_1	14
sky130_fd_sc_hd__nor3b_1	6
sky130_fd_sc_hd__nor2b_1	14
sky130_fd_sc_hd__ha_1	219
sky130_fd_sc_hd__buf_4	71
sky130_fd_sc_hd__xor2_1	19
sky130_fd_sc_hd__mux2i_1	27
sky130_fd_sc_hd__nor4_1	10
sky130_fd_sc_hd__o21a_1	10
sky130_fd_sc_hd__a21o_1	16
sky130_fd_sc_hd__o21bai_1	12
sky130_fd_sc_hd__a211oi_1	15
sky130_fd_sc_hd__nand3_1	16
sky130_fd_sc_hd__o31ai_1	16
sky130_fd_sc_hd__o22ai_1	11
sky130_fd_sc_hd__or4_1	8
sky130_fd_sc_hd__clkinv_1	13
sky130_fd_sc_hd__fa_1	410
sky130_fd_sc_hd__a221oi_1	9
sky130_fd_sc_hd__or3_1	15
sky130_fd_sc_hd__nor2_1	381
sky130_fd_sc_hd__nand4_1	10
sky130_fd_sc_hd__o221a_2	10
sky130_fd_sc_hd__a21oi_1	85
sky130_fd_sc_hd__clkdlybuf4s50_1	99
## cell type report
class | instances | area [sq um] | area share, %
multi-input cells | 1939 | 18100 | 81.1
inverters | 491 | 1840 | 8.26
repair buffers | 171 | 1530 | 6.85
well taps | 672 | 841 | 3.77
diodes | 4 | 10.0 | 0.0448
